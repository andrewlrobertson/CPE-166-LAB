==> /design/flow/design.v <==
module fpga_proj( clk, seg, dig);
input        clk;
output [7:0] seg;
output [7:0] dig; 
parameter N = 18;
reg [N-1:0] count; 
reg [3:0]   dd; 
reg [7:0]   seg;
reg [7:0]   an; 
always @ (posedge clk)
 begin
  count <= count + 1;
  case(count[N-1:N-3])  
   3'b000 :
    begin
     dd = 4'd7;
     an = 8'b11111110;
    end
   3'b001:  
    begin
     dd = 4'd6;
     an = 8'b11111101;
    end
   3'b010:  
    begin
     dd = 4'd5; 
     an = 8'b11111011;
    end
   3'b011:  
    begin
     dd = 4'd4;
     an = 8'b11110111;
    end
    3'b100 :
        begin
         dd = 4'd3;
         an = 8'b11101111;
        end
       3'b101:  
        begin
         dd = 4'd2;
         an = 8'b11011111;
        end
       3'b110:  
        begin
         dd = 4'd1;
         an = 8'b10111111;
        end
       3'b111:  
        begin
         dd = 4'd0;
         an = 8'b01111111;
        end
  endcase
 end
assign dig = an;
always @ (dd)
 begin
  seg[7] = 1'b1; 
  case(dd)
   4'd0 : seg[6:0] = 7'b1000110;  
   4'd1 : seg[6:0] = 7'b0001100;  
   4'd2 : seg[6:0] = 7'b0000110;  
   4'd3 : seg[6:0] = 7'b1001111;  
   4'd4 : seg[6:0] = 7'b0000010;  
   4'd5 : seg[6:0] = 7'b0000010;  
   4'd6 : seg[6:0] = 7'b0001000;  
   4'd7 : seg[6:0] = 7'b0001000;  
   default : seg[6:0] = 7'b1111111;  
  endcase
 end 
endmodule
==> /design/flow/run.sh <==
#!/bin/bash
# OpenROAD 26Q1-2900-gdf79404cd8, Yosys 0.63+post, stock flow scripts
make -C /OpenROAD-flow-scripts/flow DESIGN_CONFIG=/design/flow/config.mk WORK_HOME=/design/flow/orfs finish
==> /design/flow/config.mk <==
export PLATFORM = sky130hd
export DESIGN_NAME = fpga_proj
export DESIGN_NICKNAME = fpga_proj
export VERILOG_FILES = /design/flow/design.v
export SDC_FILE = /design/flow/constraint.sdc
export NUM_CORES = 4
export LEC_CHECK = 1
export CORE_AREA = 10 10 94 94
export DIE_AREA = 0 0 104 104
==> /design/flow/constraint.sdc <==
current_design fpga_proj

set clk_period 2.5
set clk_io_pct 0.2

create_clock -name clk0 -period $clk_period [get_ports {clk}]

set non_clock_inputs [all_inputs -no_clocks]
set_input_delay [expr $clk_period * $clk_io_pct] -clock clk0 $non_clock_inputs
set_output_delay [expr $clk_period * $clk_io_pct] -clock clk0 [all_outputs]
==> summary.txt <==
Item: results of the latest flow run.

- The slowest stage cell on the critical path is sky130_fd_sc_hd__clkdlybuf4s50_1.
- The launching element type of the critical path is a flip-flop.
- In this run the post-CTS setup repair buffer count came out at 0.
- The maximum clock path buffer count is 2.
- The cell sitting at the root of the clock tree is a sky130_fd_sc_hd__clkbuf_8.
- The die covers 0.0108 mm2.
- The placer congestion estimate is 0.693.
- The violation count after the first detailed-route iteration is 20.
- For the finished layout, the period the worst path requires is 2.03 ns.
- The average detailed-routed wire length per instance is 7.71 um.
- The flow ran to the end, and the final reports show no timing, DRC or antenna violations.
- The registers of the reported paths see a clock transition of 0.06 ns.
- The mapped cell area is 0.00105 mm2.
- STA classifies the critical path endpoint as an output pin.
- The first global-routing pass estimated 2860 um of wire.
- The top cell types in the final layout, fill and taps aside, are sky130_fd_sc_hd__dfxtp_1 (29), sky130_fd_sc_hd__xnor2_1 (14), sky130_fd_sc_hd__clkdlybuf4s50_1 (13).
- The synthesis report gives the async set-or-reset register share as 0.
- The count of clock tree sinks is 29.
- Clock skew on the completed layout was measured at 0.00328 ns.
- The standard cell area after detailed placement is 0.00126 mm2.
- The share of synthesized area in the top cell type comes to 0.554.
- From bottom edge to top edge, the die measures 104 um.
- The number of instances resized during post-cts repair is 0.
- The synthesis run identifies the leading combinational cell family as simple AND/OR/NAND/NOR gates.
- The effective utilization at floorplan is 0.153.
- The synthesis report lists the most area-consuming cells as sky130_fd_sc_hd__dfxtp_1 (55%), sky130_fd_sc_hd__xnor2_1 (12%), sky130_fd_sc_hd__nand3_1 (4.8%).
- The synthesized design contains 0 enable-type register cells.
- The sequential-to-total area share from yosys stat is 0.554.
- The number of antenna violations at the first check in global routing is 0.
- The post-layout instance count excluding filler cells is 209.
- Entering global routing, the biggest net connects 11 pins.
- The path category of the worst min-delay check is flip-flop to flip-flop.
- The mean instance size in the synthesized netlist is 10.9 um2.
- The average via count per standard cell is 3.12.
- sky130_fd_sc_hd__dfxtp_1 takes more of the synthesized area than any other cell.
- The aggregate global-route resource usage is 0.0303.
- The final number of setup-violating endpoints is 0.
- The XOR/XNOR share of the synthesized area is 0.134.
- The maximum resistive drop on vdd is 0.244 mV.
- The number of port buffers is 13.
- For this run, the chip area from Yosys synthesis comes to 0.00105 mm2.
- The area fraction in and, or, nand and nor cells is 0.185.
- Across all hold checks on the routed design, the worst slack comes to 0.415 ns.
- The clock latency of the later-clocked register in the worst-skew pair is 0.27 ns.
- The die width is 104 um.
- Per the OpenROAD power report, leakage power amounts to 0.467 nW.
- The total cells reported by yosys after synthesis is 96.
- The floorplan has 30 rows.
- For this design the ratio of total power to cell area is 740 mW/mm2.
- The count of placed standard cells including taps is 201.
- The total number of vias is 653.
- The number of global-route vias before repair is 666.
- Hold repair after CTS inserted 0 buffers.
- Per the synth log, the flip-flop and latch total comes to 29.
- Setup repair after global routing left no endpoint under its margin.
- The share of the clock period used by the worst path after layout is 0.812.
- The unique cell type count in the Yosys netlist is 23.
- The number of hold violations in the final report is 0.
- In the final timing run, aggregate negative setup slack is 0 ns.
- The TritonCTS clock tree is built.
- The detailed placement HPWL is 1130 um.
- The post-route utilization of the core is recorded as 0.204.
- The total chip power is 1.03 mW.
- Per the CTS log, the maximum H-tree level is 2.
- The arithmetic-cell share of the synthesized area counting full adders, half adders and majority gates is 0.0358.
- Prior to clock tree synthesis, the placed netlist has a worst setup slack of 0.758 ns.
- Before antenna repair, the detailed router went through 4 iterations.
- The post-route antenna net violation count is 0.
- TritonCTS created 5 clock buffers.
- The upper clock frequency limit is 493 MHz.
- 17 I/O pins were placed.
- The total wire length is 1610 um.
- The delay of the slowest cell on the worst path is 0.47 ns.
- The number of maximum-capacitance constraint violations is 0.
- The number of instances in the synthesized netlist is 96.
- The summed area of non-filler cells in the final layout is 0.00139 mm2.
- The most frequently used flop master after synthesis is sky130_fd_sc_hd__dfxtp_1.
- Leaving out fill and tap cells, the most frequent cell in the layout is sky130_fd_sc_hd__dfxtp_1.
- The number of remaining DRC errors is 0.
- The data arrival time of the critical path is 1.53 ns.
- Pins over their slew limit in the final report were tallied at 0.
- The area added between synthesis and finish is 32.7%.
- Along the worst path, the maximum fanout reaches 4.
- Counting the warning lines in the Yosys log gives 1.
- For reference, the most critical setup path is categorized as flip-flop to output pin.
- Walking the worst path, the cells encountered are inv_1 > ha_1 > nor2b_1 > clkdlybuf4s50_1.
- The count of inserted antenna diode cells is 0.
- Global routing finished with a remaining overflow of 0.
- The area fraction in mux cells is 0.0203.
- The placeable core area is 0.00683 mm2.
- Per the final layout report, the fraction of cells sized above drive strength 1 comes to 0.124.
- The OpenROAD warning count is 26.
- The data required time reported for the critical path is 2.00 ns.
- Of the total synthesized cell area, the portion taken by AND-OR and OR-AND cells is 0.
- The setup slack of the critical path after layout is 0.471 ns.
==> registers in the layout (all words and copies together) (netlist names) <==
| name | cells |
|---|---|
| an | 8 |
| count | 18 |
| dd | 3 |
==> report_power, final <==
part / internal (mW) / switching (mW)
Sequential: 0.462 / 0
Clock: 0.395 / 0.171
Combinational: 0 / 0.000218
Total: 0.858 / 0.172
==> logic make-up after synthesis <==
logic type / after synthesis
adder cells (fa/ha/maj): 3
buffers and inverters: 11
AND/OR/NAND/NOR: 33
other: 2
XOR/XNOR: 16
flip-flops: 29
multiplexers: 2
==> layout make-up <==
| cell class | instances | area (um2) |
|---|---|---|
| clock buffer | 5 | 68.8 |
| clock inverter | 3 | 65.1 |
| fill | 757 | 5440 |
| inverter | 6 | 22.5 |
| multi-input combinational | 57 | 404 |
| sequential | 29 | 581 |
| tap | 96 | 120 |
| timing repair buffer | 13 | 130 |
==> final timing paths <==
kind	from	depth (start not counted)	slack [ns]	endpoint
worst min-delay path	count[0]	1	0.41	count[0]
worst max register to register	count[0]	5	0.89	count[16]
worst max-delay path	dd[1]	4	0.47	seg[6]
worst min register to register	count[0]	1	0.41	count[0]
==> cell usage after synthesis, types with 2 or more instances <==
| cell | instances |
|---|---|
| sky130_fd_sc_hd__buf_4 | 3 |
| sky130_fd_sc_hd__dfxtp_1 | 29 |
| sky130_fd_sc_hd__buf_6 | 2 |
| sky130_fd_sc_hd__conb_1 | 2 |
| sky130_fd_sc_hd__nor2_1 | 2 |
| sky130_fd_sc_hd__nand4_1 | 5 |
| sky130_fd_sc_hd__nand3_1 | 10 |
| sky130_fd_sc_hd__nor2b_1 | 2 |
| sky130_fd_sc_hd__nand2_1 | 6 |
| sky130_fd_sc_hd__xnor2_1 | 14 |
| sky130_fd_sc_hd__ha_1 | 3 |
| sky130_fd_sc_hd__and4_2 | 2 |
| sky130_fd_sc_hd__inv_1 | 5 |
| sky130_fd_sc_hd__xor2_1 | 2 |
==> worst max-delay path, delay by kind of cell (launching register included) <==
kind          cells  cell delay (ns)
flops             1             0.36
simple gates      1             0.11
fa+ha+maj         1             0.26
buf+inv           2             0.53
==> per-layer routing <==
| layer | vias to the layer above | global-route usage | part of all wire |
|---|---|---|---|
| met5 | - | 0 | 0 |
| met4 | 0 | 0.00497 | 0.011 |
| met3 | 4 | 0.0219 | 0.12 |
| met2 | 25 | 0.0450 | 0.38 |
| met1 | 282 | 0.0350 | 0.49 |
| li1 | 342 | - | - |
Power is estimated from default activity; no workload was simulated.
