==> design/flow/design.v <==
module MUX2_1(d0, d1, s, y);
input [3:0]  d1, d0;
input        s;
output [3:0] y;
reg    [3:0] y;
always@( s or d1 or d0 )
begin
   if (s)
          y = d1;
   else
          y = d0;
end
endmodule
module dffa (clk, clr, load, da, qa);
input        clk, clr, load;
input [3:0]  da;
output [3:0] qa;
reg    [3:0] qa;
always@(posedge clr or  posedge clk)
begin
    if(clr) qa <= 0;
    else if (load)
       qa <= da;
end
endmodule
module ALU(a, b, s, Cin, y);
	input 	  	  a, b, Cin; 
	input 		  [2:0] s;
	output 		  y;
	reg    	  	  y;
	always@( s or a or b or Cin )
	begin
		case (s)
			0 : y = a + b + Cin;
			1 : y = a + ~b + Cin;
			2 : y = b;
			3 : y = ~(a & b);
			4 : y = (a & b);
			5 : y = (a | b);
			6 : y = ~a;
			7 : y = (a ^ b);
			default : y = 0;
		endcase
	end
endmodule
module MUX4_1(d0, d1, d2, d3, s, y);
	input 	  	  d3, d2, d1, d0; 
	input 		  [1:0] s;
	output 		  y;
	reg    	  	  y;
	always@( s or d3 or d2 or d1 or d0 )
	begin
		case (s)
			0 : y = d0;
			1 : y = d1;
			2 : y = d2;
			3 : y = d3;
			default : y = d0;
		endcase
	end
endmodule
module datapath(clear, w, ce, sel, s, clock, M0, M1, M2, Cin, dout);
input clear, clock, M0, M1, M2, Cin;
input [1:0] sel;
input [2:0] w, s;
input [3:0] ce;
output dout;
wire [3:0] y;
wire [2:0] r;
wire fourout, qout;
MUX2_1 two1(M0, qout, w[0], y[0]);
MUX2_1 two2(M1, qout, w[1], y[1]);
MUX2_1 two3(M2, qout, w[2], y[2]);
dffa dff1(clock, clear, ce[0], y[0], r[0]);
dffa dff2(clock, clear, ce[1], y[1], r[1]);
dffa dff3(clock, clear, ce[2], y[2], r[2]);
MUX4_1 four1(r[0], r[1], r[2], 0, sel, fourout);
ALU ALU1(qout, fourout, s, Cin, y[3]);
dffa dff4(clock, clear, ce[3], y[3], qout);
assign dout = r[2];
endmodule
==> design/flow/run.sh <==
#!/bin/bash
# OpenROAD 26Q1-2900-gdf79404cd8, Yosys 0.63+post, stock flow scripts
make -C /OpenROAD-flow-scripts/flow DESIGN_CONFIG=/design/flow/config.mk WORK_HOME=/design/flow/orfs finish
==> design/flow/config.mk <==
export PLATFORM = sky130hd
export DESIGN_NAME = datapath
export DESIGN_NICKNAME = datapath
export VERILOG_FILES = /design/flow/design.v
export SDC_FILE = /design/flow/constraint.sdc
export NUM_CORES = 4
export LEC_CHECK = 1
export CORE_AREA = 10 10 70 70
export DIE_AREA = 0 0 80 80
==> design/flow/constraint.sdc <==
current_design datapath

set clk_period 2.0
set clk_io_pct 0.2

create_clock -name clk0 -period $clk_period [get_ports {clock}]

set non_clock_inputs [all_inputs -no_clocks]
set_input_delay [expr $clk_period * $clk_io_pct] -clock clk0 $non_clock_inputs
set_output_delay [expr $clk_period * $clk_io_pct] -clock clk0 [all_outputs]
==> results.json <==
{
  "hp-class": "in -> async",
  "synth.avg_cell_area_um2": 8.23,
  "cts_setup_buffers": 0,
  "fa_ha_area_share_pct": 4.00,
  "ys_cells": 38,
  "p_comb_share_pct": 37.9,
  "lay_top_cells": "clkdlybuf4s50_1, mux2i_1, nor2_1",
  "fin_crit_ns": 1.77,
  "pre_cts_ws_ns": -0.190,
  "hold_viol": 0,
  "power.internal_mw": 0.238,
  "simple_gate_area_share_pct": 11.2,
  "ys_ff": 4,
  "startpoint_type": "primary input",
  "skew_ns": 0.00518,
  "synth.distinct_cells": 16,
  "pwr-share-clk_pct": 29.5,
  "drc": 0,
  "ys_chip_area_um2": 313,
  "max_slew_margin_pct": 79.7,
  "cts_tree": "built",
  "hpwl_um": 909,
  "pwr_density_cell_mw_per_mm2": 566,
  "drv_slew": 0,
  "cts_made_buffers": 3,
  "routed_wirelength_um": 1160,
  "rr_worst_depth": 6,
  "p_switching_mw": 0.0999,
  "dr.pass1.iters": 4,
  "syn_inst": 38,
  "drv_cap": 0,
  "end_kind": "register",
  "place.gp.congestion": 0.747,
  "dr_total_vias": 360,
  "die_x_um": 80,
  "rsz0062_at_grt": "false",
  "core_mm2": 0.00342,
  "r2r_start": "dff2.qa[0]",
  "critical_path_class": "in -> reg",
  "synth_warnings": 22,
  "reg2reg_to": "dff4.qa[0]",
  "die-area_mm2": 0.00640,
  "synthXorXnorAreaFrac_pct": 2.80,
  "muxShareOfSynthArea_pct": 16.0,
  "grt-ovfl-total": 0,
  "hold_slack_ns": 0.349,
  "rows": 21,
  "period_used_pct": 88.6,
  "synth.logic.top_family": "AND-OR/OR-AND gates",
  "seq_power_share_pct": 32.5,
  "arrival_ns": 1.88,
  "grt_max_degree": 8,
  "peakVddDrop_mv": 0.280,
  "critPathMaxFanout": 2,
  "io_pins": 19,
  "cts_max_path_buffers": 2,
  "aoi_share_pct": 29.2,
  "warnings": 25,
  "die-height_um": 80,
  "grt_antenna_before_repair": 0,
  "place_area_um2": 566,
  "port_buffers": 18,
  "final-setup-viol-count": 0,
  "p_leak_nw": 0.244,
  "outcome": "finished, final reports clean",
  "drtAntennaViolNets": 0,
  "max_slew.worst_pin.slew_ns": 0.302,
  "grt_usage_pct": 3.80,
  "initial_utilization_pct": 9.16,
  "routed_via_density": 3.36,
  "syn_area_um2": 313,
  "wl_per_cell_um": 10.9,
  "swShare_pct": 29.6,
  "n_antenna_cell": 0,
  "layout_top_cell": "clkdlybuf4s50_1",
  "clk_pin_slew_ns": 0.04,
  "ys_seq_share_pct": 32.0,
  "fillers": 396,
  "max_freq_ghz": 0.564,
  "htree_levels": 1,
  "cp.required_ns": 2.11,
  "drt-initial-drc-count": 5,
  "drive_gt1_share_pct": 13.1,
  "reg2reg_slack_ns": 0.40,
  "clock_latency_ns": 0.23,
  "setup_ws_ns": 0.228,
  "fin_area_um2": 597,
  "grt_pass1_wl_um": 1960,
  "clock_sinks": 4,
  "grt_pass1_vias": 405,
  "root_buffer": "clkbuf_4",
  "area_delta_synth_final_pct": 90.8
}
==> how the worst max path moves through the flow <==
stage	slack [ns]	startpoint	to
4_1_cts	0.03	sel[0]	dff4.qa[0]
5_1_grt	0.12	sel[1]	dff4.qa[0]
6_report	0.23	sel[1]	dff4.qa[0]
==> cells in the mapped netlist <==
cell / number / area, µm²
a31oi_1: 1 / 6.26
o21ai_0: 3 / 15.0
a311o_1: 1 / 10.0
xnor2_1: 1 / 8.76
nand2_1: 3 / 11.3
dfrtp_1: 4 / 100
ha_1: 1 / 12.5
nand3_1: 1 / 5.00
o22ai_2: 1 / 12.5
mux2i_1: 5 / 50.1
nor2_1: 5 / 18.8
a21oi_1: 5 / 25.0
a311oi_1: 1 / 8.76
inv_1: 4 / 15.0
o211ai_1: 1 / 7.51
o22ai_1: 1 / 6.26
==> through the flow <==
| stage | utilization [%] | total power [mW] | TNS [ns] | std cells |
|---|---|---|---|---|
| floorplan | - | 0.168 | 0 | 38 |
| global placement | 16.6 | 0.230 | -0.151 | 104 |
| detailed placement | 16.6 | 0.233 | -0.190 | 104 |
| CTS | 17.2 | 0.340 | 0 | 107 |
| global route | 17.5 | 0.366 | 0 | 107 |
| finish | 17.5 | 0.338 | 0 | 107 |
==> area by class of cell <==
class	instances	area (µm²)	area share (%)
timing repair buffer	20	198	33.1
clock buffer	3	22.5	3.77
tap	46	57.6	9.64
multi-input combinational	30	204	34.2
inverter	4	15.0	2.52
sequential	4	100	16.8
==> what timing repair did <==
item | 4_1_cts | 5_1_grt
hold buffers | 0 | 0
gates resized | 0 | 3
endpoints found under the setup margin | 0 | 1
hold endpoints to repair | 0 | 0
==> power by group through the flow <==
stage	Sequential, mW	Clock, mW	Combinational, mW
4_1_cts	0.110	0.105	0.125
5_1_grt	0.114	0.107	0.145
6_report	0.110	0.0998	0.128
==> sequential cells by signal (all words and copies together) (netlist names) <==
| signal | cells |
|---|---|
| dff4.qa | 1 |
| dff1.qa | 1 |
| dff3.qa | 1 |
| dff2.qa | 1 |
==> cell families (layout without fill, tap and decap cells) <==
kind of cell / after synthesis / count (layout)
AND-OR/OR-AND: 14 / 14
flip-flops: 4 / 4
buffers and inverters: 4 / 27
multiplexers: 5 / 5
adder cells (fa/ha/maj): 1 / 1
AND/OR/NAND/NOR: 9 / 9
XOR/XNOR: 1 / 1
==> critical path, cell delays in order <==
cell	delay [ns]
clkdlybuf4s50_1	0.50
nand2_1	0.07
o22ai_2	0.15
ha_2	0.29
o211ai_1	0.15
nand2_1	0.07
a31oi_1	0.14
o22ai_1	0.10
==> metal layers <==
layer	global-route usage, %	part of all wire [%]
met5	0	0
met4	0.352	0
met3	1.70	6.4
met2	4.74	36
met1	5.87	57
No activity file was given, so power comes from the tool's default toggle rates.
