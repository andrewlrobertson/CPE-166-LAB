**run.sh**
```bash
#!/bin/bash
# OpenROAD 26Q1-2900-gdf79404cd8, Yosys 0.63+post, stock flow scripts
make -C /OpenROAD-flow-scripts/flow DESIGN_CONFIG=/design/flow/config.mk WORK_HOME=/design/flow/orfs finish
```
**config.mk**
```make
export PLATFORM = sky130hd
export DESIGN_NAME = fourby4_combo_mult
export DESIGN_NICKNAME = fourby4_combo_mult
export VERILOG_FILES = /design/flow/design.v
export SDC_FILE = /design/flow/constraint.sdc
export NUM_CORES = 4
export LEC_CHECK = 1
export CORE_AREA = 10 10 73 73
export DIE_AREA = 0 0 83 83
```
**constraint.sdc**
```tcl
current_design fourby4_combo_mult

set clk_period 5.4
set clk_io_pct 0.2

create_clock -name clk0 -period $clk_period

set non_clock_inputs [all_inputs -no_clocks]
set_input_delay [expr $clk_period * $clk_io_pct] -clock clk0 $non_clock_inputs
set_output_delay [expr $clk_period * $clk_io_pct] -clock clk0 [all_outputs]
```
**design.v**
```verilog
module fourby4_combo_mult(input [3:0] x, y, output [7:0] p);
wire [31:0] w;
assign w[0]   = (x[3]&y[0]);
assign w[1]   = (x[2]&y[0]);
assign w[2]   = (x[1]&y[0]);
assign w[3]   = (x[3]&y[1]);
assign w[4]   = (x[2]&y[1]);
assign w[5]   = (x[1]&y[1]);
assign w[6]   = (x[0]&y[1]);
assign w[14]  = (x[3]&y[2]);
assign w[15]  = (x[2]&y[2]);
assign w[16]  = (x[1]&y[2]);
assign w[17]  = (x[0]&y[2]);
assign w[25]  = (x[3]&y[3]);
assign w[26]  = (x[2]&y[3]);
assign w[27]  = (x[1]&y[3]);
assign w[28]  = (x[0]&y[3]);
assign p[0] = (x[0]&y[0]);
myHA h1(w[3],w[8],w[7],w[11]);
myHA h2(w[2],w[6],w[10],p[1]);
myHA h3(w[13],w[17],w[21],p[2]);
myHA h4(w[24],w[28],w[31],p[3]);
myFA f1(w[0],w[4],w[9],w[8],w[12]);
myFA f2(w[1],w[5],w[10],w[9],w[13]);
myFA f3(w[7],w[14],w[19],w[18],w[22]);
myFA f4(w[11],w[15],w[20],w[19],w[23]);
myFA f5(w[12],w[16],w[21],w[20],w[24]);
myFA f6(w[18],w[25],w[29],p[7],p[6]);
myFA f7(w[22],w[26],w[30],w[29],p[5]);
myFA f8(w[23],w[27],w[31],w[30],p[4]);
endmodule
module myFA(input a, b, cin, output cout, sum);
wire e, f, g;
myHA g1(a, b, g, e);
myHA g2(cin, e, f, sum);
assign cout = f | g;
endmodule
module myHA(input a, b, output cout, sum);
assign sum = a ^ b;
assign cout = a & b;
endmodule
```
==> flow_summary.toml <==
# implementation run metrics
[timing]
slew_headroom = 0.916
finalSetupViolations = 1
post-route-min-period_ns = 5.47
hold_viol = 0
rsz0062_at_grt = "yes"
tightestPinTransition_ns = 0.126
hold_slack_ns = 2.91
timing.final.ws_setup_ns = -0.0717
min_period_over_period = 1.01
final-max-slew-violation-count = 0
fmax_ghz = 0.183

[critical_path]
startpoint_type = "primary input"
crit_type = "in2out"
critical_path_required_ns = 4.32
cp.arrival_ns = 4.39
critical_path.max_fanout = 2
end_kind = "primary output"
cp-startpoint = "y[1]"

[power_and_ir_drop]
ir_drop_uv = 15.7
switchingPower_mw = 0.0201
power_leakage_nw = 0.285
clkPwrFrac = 0
internal_power_mw = 0.0378
p_seq_frac = 0
combPwrFrac = 1.000
swShare = 0.347
p_per_area_nw_per_um2 = 91.7

[synthesis]
ys_warn_count = 0
top_logic_kind = "adder cells"
synth.avg_cell_area_um2 = 8.56
synth_seq_share = 0
top_cell_area_share = 0.416
adder_share = 0.545
ys_area_um2 = 385
synth-simple-area-share = 0.221
synth.distinct_cells = 6
synth_cells = 45
common_cells = "and2_1 (10), inv_1 (10), fa_1 (8)"
topCellsByArea = "fa_1 (42%), and2_1 (16%), buf_4 (14%)"
aoi_share = 0
syn-cell-area_um2 = 385
ys_sh_mux = 0
synth.largest_area_cell = "fa_1"
xor_share = 0
yosys_cells = 45

[hold_path]
worstHoldPathType = "in2out"
holdCritStartpoint = "y[0]"

[floorplan]
rows = 22
fp.dieW_um = 83
fp_util = 0.103
io-pin-count = 16
core_um2 = 3740
die_h_um = 83
die_area_um2 = 6890

[global_routing]
antenna_found_initial = 0
grt_pass1_vias = 342
grt_max_degree = 5
track_usage = 0.0257
grt_pass1_wl_um = 1590
globalRoute.totalOverflow = 0

[placed_design]
finalWeightedCongestion = 0.782
io_buffers = 16
dpl.cell_count = 108
dp.final_hpwl_um = 806

[status]
outcome = "finished with violations"
violations = "negative setup slack"

[detailed_routing]
vias = 312
wl_um = 870
drt_iter0_markers = 10
vias_per_cell = 2.86
n_antenna_cell = 0
drt-pass1-iter-count = 2
antenna_left = 0
drc = 0
wl_per_cell_um = 7.98

[job]
stage_log_warnings = 34
maxCapViolCount = 0

[cells_and_area]
ff_count = 0
nClkBuffers = 0
syn_to_final_growth_pct = 64.0
drive_above_1_share = 0.426
regArea_um2 = 0
fin_cells = 109
## stage by stage
step / total power, mW / util / worst slack [ns] / setup TNS, ns / cell area, um2
global route: 0.0680 / 0.169 / -0.200 / -0.328 / 632
detailed placement: 0.0613 / 0.163 / -1.00 / -2.77 / 611
floorplan: 0.0362 / - / 0.0494 / 0 / 398
global placement: 0.0615 / 0.163 / -1.00 / -2.77 / 611
finish: 0.0579 / 0.169 / -0.0717 / -0.0717 / 632
CTS: 0.0620 / 0.169 / -0.217 / -0.259 / 632
## power by group through the flow
stage	Combinational (mW)	Sequential [mW]	Clock, mW
4_1_cts	0.0620	0	0
5_1_grt	0.0680	0	0
6_report	0.0579	0	0
## cell type report
cell class | instances | area, um2
multi-input combinational | 28 | 325
timing repair buffer | 23 | 209
fill | 421 | 3110
tap | 48 | 60.1
inverter | 10 | 37.5
## worst max-delay path: stages
cell and delay [ns]:
buf_6 0.07, and2_4 0.14, ha_4 0.12, inv_2 0.03, fa_2 0.34, fa_1 0.50
inv_2 0.04, fa_2 0.35, fa_2 0.34, inv_2 0.06, fa_1 0.41, inv_2 0.08
fa_2 0.19, inv_2 0.03, fa_1 0.47, inv_1 0.04, buf_2 0.10
## routing by layer
layer  global-route usage  vias to the layer above  share of wire
met4                    0                        0              0
met2               0.0496                        6           0.54
met3              0.00295                        0          0.039
li1                     -                      154              -
met5                    0                        -              0
met1               0.0310                      152           0.43
## logic make-up after synthesis
logic type / count (synthesis)
fa+ha+maj: 12
simple gates: 16
buf+inv: 17
## repair_timing
action	4_1_cts	5_1_grt
hold buffers	0	0
endpoints found under the setup margin	4	3
setup buffers	1	0
resized	39	0
pin swaps	11	4
## final timing paths
kind,depth (start not counted),slack (ns),endpoint
max,17,-0.07,p[6]
min,4,2.91,p[0]
## placed cells by master, fill, tap and decap left out
cell type	count
and2_1	8
and2_4	2
buf_2	2
buf_4	7
buf_6	3
buf_8	1
clkdlybuf4s50_1	8
dlygate4sd2_1	2
fa_1	3
fa_2	5
ha_1	3
ha_4	1
inv_1	5
inv_2	5
nand2_1	6
Power and IR drop assume default switching activity.
